[/design/flow/config.mk]
export PLATFORM = sky130hd
export DESIGN_NAME = dmem
export DESIGN_NICKNAME = dmem
export VERILOG_FILES = /design/flow/design.v
export SDC_FILE = /design/flow/constraint.sdc
export NUM_CORES = 4
export LEC_CHECK = 1
export CORE_UTILIZATION = 30
[/design/flow/constraint.sdc]
current_design dmem

set clk_period 32.2
set clk_io_pct 0.2

create_clock -name clk0 -period $clk_period [get_ports {clk}]

set non_clock_inputs [all_inputs -no_clocks]
set_input_delay [expr $clk_period * $clk_io_pct] -clock clk0 $non_clock_inputs
set_output_delay [expr $clk_period * $clk_io_pct] -clock clk0 [all_outputs]
[/design/flow/design.v]
module dmem (
	clk,
	we,
	a,
	wd,
	rd
);
	input wire clk;
	input wire we;
	input wire [31:0] a;
	input wire [31:0] wd;
	output wire [31:0] rd;
	reg [31:0] RAM [63:0];
	assign rd = RAM[a[31:2]];
	always @(posedge clk)
		if (we)
			RAM[a[31:2]] <= wd;
endmodule
[/design/flow/run.sh]
#!/bin/bash
# OpenROAD 26Q1-2900-gdf79404cd8, Yosys 0.63+post, stock flow scripts
make -C /OpenROAD-flow-scripts/flow DESIGN_CONFIG=/design/flow/config.mk WORK_HOME=/design/flow/orfs finish
==> flow_summary.toml <==
# synthesis and place-and-route metrics
[setup_path]
cp-endpoint = "rd[11]"
cp.depth = 12
crit_family = "buffers and inverters"
crit_buf_inv = 6
critical_path.startpoint = "a[4]"
cpPeakStageDelay_ps = 740
crit_required_ps = 25760
crit_chain = "buf_8 > buf_4 > buf_4 > buf_4 > nor2_4 > buf_4 > a22oi_1 > o22ai_1 > o21ai_0 > or4b_1 > or4_1 > clkdlybuf4s50_1"
critPathArrivalTime_ps = 11900
crit_path_max_fanout = 53
worstSetupPathType = "primary input to output pin"
worstSetupStartpointType = "primary input"
critPathMostFrequentCell = "buf_4"
crit_path_end_kind = "output pin"
cp_slowest_cell = "or4_1"

[floorplanning]
chip_area_mm2 = 0.2630
fp_util_pct = 30.17
row_count = 187
ios = 98
fp.dieH_um = 512.8
core-area_mm2 = 0.2595
die_x_um = 512.8

[status]
outcome = "finished clean"

[yosys]
postSynthSeqShare_pct = 78.56
ys_seq_elements = 2048
yosys_cells = 4207
top_area_share_pct = 78.56
edf_count = 2048
syn_area_mm2 = 0.07829
synthFlopType = "edfxtp_1"
async_flop_share_pct = 0
synth_top_cell_by_area = "edfxtp_1"
avgSynthCellArea_um2 = 18.61
syn_inst = 4207
yosys-top-cells-area = "edfxtp_1, mux2i_1, mux4_2"
yosysUniqueCellTypes = 55
yosys_warnings = 1
ys_chip_area_mm2 = 0.07829

[timing]
fmax_mhz = 54.51
setup_viol = 0
rsz0062_at_grt = "no"
post-route-period-util_pct = 56.97
slew-limit-headroom_pct = 40.61
finalSetupTns_ps = 0
tightest_slew_ps = 868.3
hold_viol = 0
finalMaxSlewViolations = 0
setup_ws_ps = 13860
finalCriticalPeriod_ps = 18340

[power_and_ir_drop]
swShare_pct = 21.46
seqPwrFrac_pct = 54.8
power.leakage_nw = 28.08
p_per_area_mw_per_mm2 = 60.11
p_sw_w = 0.001157
finalPower_w = 0.005392
max-vdd-ir-drop_mv = 0.04628
clkPwrFrac_pct = 39.8
p_int_w = 0.004235
comb_power_share_pct = 5.4

[min_path]
hold_class = "primary input to register"
min_path_cells = 1

[place]
dp_hpwl_um = 116300
post_dp_cell_area_mm2 = 0.08384
gp_congestion = 0.8742
dp_slack_ps = 13900
portBuffers = 71

[clock_network]
root_buffer = "clkbuf_16"
cts_hold_buf = 0
cts_setup_buffers = 0
cts_tree = "built"
clockBufferDepth = 3
cts_max_level = 4
ctsResizeCount = 0
cts_buffers = 189
clk_pin_slew_ps = 60
cts_sinks = 2048

[final_layout]
largest_reg_flops = 2048
design_area_mm2 = 0.08970
fin_util_pct = 34.57
drive_gt1_share_pct = 18.03
syn_to_final_growth_pct = 14.57

[routing]
wirelength_um = 207600
firstDrtPassIters = 6
via_count = 41320
avgRoutedWirePerCell_um = 26.25
dr.first_iter.drc_count = 2892
via_per_inst = 5.224
drc = 0
drtAntennaViolNets = 0

[global_route]
grt_max_degree = 89
track_usage_pct = 16.81
grt-ovfl-total = 0
first_global_vias = 43660
antenna_found_initial = 10
grt_pass1_wl_um = 300900

[flow_run]
tool_warnings = 52
max_cap_viol_count = 0
## layer usage
| layer | wire (um) | vias to the layer above | GRT usage [%] |
|---|---|---|---|
| met5 | 375 | - | 0.8767 |
| met4 | 6793 | 14 | 4.432 |
| met3 | 34590 | 352 | 12.67 |
| met2 | 95100 | 2447 | 24.99 |
| met1 | 70760 | 20640 | 19.16 |
| li1 | - | 17870 | - |
## worst min-delay path by stage
stage | slack [ps] | from | to
final | 6030 | wd[24] | RAM[57][24]
after CTS | 6000 | wd[24] | RAM[57][24]
after global routing | 6020 | wd[21] | RAM[17][21]
## layout make-up
type | instances | area (um2)
Inverter | 2 | 15.01
Multi-Input combinational cell | 1859 | 16050
Sequential cell | 2048 | 61500
Antenna cell | 5 | 12.51
Timing Repair Buffer | 261 | 2017
Fill cell | 23670 | 169800
Tap cell | 3402 | 4257
Clock buffer | 233 | 4959
Clock inverter | 100 | 888.4
## stage by stage
| step | hold WS (ps) | instances |
|---|---|---|
| finish | 6033 | 7910 |
| CTS | 5996 | 7905 |
| floorplan | 6539 | 4207 |
| global route | 6019 | 7905 |
| detailed placement | 6911 | 7572 |
| global placement | 6912 | 7572 |
## logic make-up (layout without fill, tap and decap cells)
family                 count (synthesis)  in the layout  share of synthesized area, %
buffers and inverters                300            596                         1.696
DFF                                 2048           2048                         78.56
other                                  0              5                             0
and+or+nand+nor                      424            424                         2.829
muxes                                502            502                         8.188
AOI/OAI and AO/OA                    933            933                         8.733
## synth_stat cells, drive strengths merged, types with 2 or more instances
cell type / count
a31oi: 43
o22ai: 93
clkbuf: 169
or4: 15
o311ai: 2
and3: 85
o21ai: 85
nand2b: 18
nor2b: 8
nand4: 3
nand3b: 2
nor2: 145
and3b: 2
a222oi: 16
edfxtp: 2048
mux4: 96
buf: 129
a22oi: 188
o22a: 70
and2: 5
nand2: 28
a22o: 66
mux2: 147
a21oi: 121
a221oi: 175
nor3: 22
mux2i: 259
a221o: 15
o2bb2ai: 15
o221ai: 6
or3: 4
a2111oi: 15
nand3: 54
inv: 2
nor4: 14
a211oi: 17
or4b: 14
## cell usage in the layout (no fill, tap or decap), types with 67 or more instances in the layout
cell type  synthesis  routed
o21ai_0           84      84
a22oi_1          188     188
mux2i_1          259     259
nor2_4             0      67
and3_1            85      85
a21oi_1          121     121
clkbuf_16          0     192
edfxtp_1        2048    2048
buf_4              8     188
a221oi_1         175     175
o22a_1            70      70
mux2_2           147     147
o22ai_1           93      93
mux4_2            96      96
nor2_1           145      77
## power by group through the flow
stage / combinational (W) / clock (W) / sequential, W
after CTS: 0.000295 / 0.00218 / 0.00296
after global routing: 0.000313 / 0.00229 / 0.00295
final: 0.000290 / 0.00215 / 0.00296
Power is estimated from default activity; no workload was simulated.
